--- flow/run.sh ---
#!/bin/bash
# OpenROAD 26Q1-2900-gdf79404cd8, Yosys 0.63+post, stock flow scripts
make -C /OpenROAD-flow-scripts/flow DESIGN_CONFIG=/design/flow/config.mk WORK_HOME=/design/flow/orfs finish
--- flow/config.mk ---
export PLATFORM = sky130hd
export DESIGN_NAME = displayall
export DESIGN_NICKNAME = displayall
export VERILOG_FILES = /design/flow/design.v
export SDC_FILE = /design/flow/constraint.sdc
export NUM_CORES = 4
export LEC_CHECK = 1
export CORE_AREA = 10 10 70 70
export DIE_AREA = 0 0 80 80
--- flow/constraint.sdc ---
current_design displayall

set clk_period 1.0
set clk_io_pct 0.2

create_clock -name clk0 -period $clk_period

set non_clock_inputs [all_inputs -no_clocks]
set_input_delay [expr $clk_period * $clk_io_pct] -clock clk0 $non_clock_inputs
set_output_delay [expr $clk_period * $clk_io_pct] -clock clk0 [all_outputs]
--- flow/design.v ---
`timescale 1ns / 1ps
module notgate(out,a);
    output out;
    input a;
    assign out=~a; 
endmodule
module and2gate(out,a,b);
    output out;
    input a;
    input b;
    assign out=a & b;  
endmodule
module or2gate(out,a,b);
	output out;
	input a;
	input b;
	assign out=a | b;  
endmodule
module and3gate(out,a,b,c);
	output out;
	input a;
	input b;
	input c;
	wire a1,a2;
	and2gate and1(a1,a,b);
	and2gate and2(a2,a1,c);
	assign out=a2;    
endmodule
module or3gate(out,a,b,c);
	output out;
	input a;
	input b;
	input c;
	wire a1,a2;
 	or2gate or1(a1,a,b);
	or2gate or2(a2,a1,c);
	assign out=a2;
endmodule
module displaya(out,a,b,c,d);
	output out;
	input a;
	input b;
	input c;
	input d;
	wire a1,a2,a3,a4,a5,a6;
	notgate n1(a1,a);
	notgate n2(a2,b);
	notgate n3(a3,d);
	and3gate and1(a4,a1,a2,a3);
	and3gate and2(a5,a,b,c);
	or2gate  or1(out,a4,a5);
endmodule
module displayb(out,b,c);
	output out;input b;input c;
	wire a1,a2;
	notgate not1(a1,b);
	notgate not2(a2,c);
	and2gate and1(out,a1,a2);
endmodule
module displayc(out,a,b,c);
	output out;input a;input b;input c;
	wire a1;
	notgate n1(a1,b);
	and3gate and1(out,a,a1,c);
endmodule
module displayd(out,a,b,c,d);
	output out;input a;input b;input c;input d;
	wire a1,a2,a3,a4,a5,a6,a7;
	notgate n1(a1,a);
	notgate n2(a2,b);
	notgate n3(a3,d);
	and3gate and1(a4,a1,a2,a3);
	and3gate and2(a5,d,b,a1);
	and3gate and3(a6,a,c,b);
	or3gate o1(out,a4,a5,a6);
endmodule
module displaye(out,a,b,c);
	output out;input a;input b;input c;
	wire a1,a2;
	notgate n1(a1,a);
	and2gate and1(a2,b,c);
	or2gate o1(out,a1,a2);
endmodule
module displayf(out,a,b,d);
	output out;input a;input b;input d;
	wire ar1,a2,a3,a4,a5;
	notgate n1(a1,a);
	notgate n2(a2,b);
	notgate n3(a3,d);
	and2gate and1(a4,a2,a3);
	and2gate and2(a5,b,a1);
	or2gate o1(out,a4,a5);
endmodule
module displayg(out,a,b,c,d);
	output out;input a;input b;input c;input d;
	wire a1,a2,a3,a4,a5,a6,a7;
	notgate n1(a1,a);
	notgate n2(a2,b);
	notgate n3(a3,c);
	notgate n4(a4,d);
	and2gate and1(a5,a3,a4);
	and3gate and2(a6,a2,a4,a1);
	and3gate and3(a7,d,b,a1);
	or3gate o1(out,a5,a6,a7);
endmodule
module displayall(enable,outa,outb,outc,outd,oute,outf,outg,a,b,c,d,e);
	input a;
	input b;
	input c;
	input d;
	input e;
	output outa;
	output outb;
	output outc;
	output outd;
	output oute;
	output outf;
	output outg;
	output enable;
	assign enable=e;
	wire a1,a2,a3,a4,a5,a6,a7;
	displaya d1(a1,a,b,c,d);
	displayb d2(a2,b,c);
	displayc d3(a3,a,b,c);
	displayd d4(a4,a,b,c,d);
	displaye d5(a5,a,b,c);
	displayf d6(a6,a,b,d);
	displayg d7(a7,a,b,c,d);
	notgate n1(outa,a1);
	notgate n2(outb,a2);
	notgate n3(outc,a3);
	notgate n4(outd,a4);
	notgate n5(oute,a5);
	notgate n6(outf,a6);
	notgate n7(outg,a7);
endmodule
`timescale 1ns / 1ps
module testbench;
	reg a;
	reg b;
	reg c;
	reg d;
	reg e;
	wire enable;
	wire outa;
	wire outb;
	wire outc;
	wire outd;
	wire oute;
	wire outf;
	wire outg;
	displayall uut (
		.enable(enable), 
		.outa(outa), 
		.outb(outb), 
		.outc(outc), 
		.outd(outd), 
		.oute(oute), 
		.outf(outf), 
		.outg(outg), 
		.a(a), 
		.b(b), 
		.c(c), 
		.d(d), 
		.e(e)
	);
	initial begin
		d=0;c=0;b=1;a=1;e=1;
           	#100 d=0;c=1;b=0;a=0;
           	#100 d=0;c=1;b=0;a=1;
           	#100 d=0;c=1;b=1;a=0;
           	#100 d=0;c=1;b=1;a=1;
           	#100 d=1;c=0;b=0;a=0;
           	#100 d=1;c=0;b=0;a=1;
           	#100 d=1;c=0;b=1;a=0;
           	#100 d=1;c=0;b=1;a=1;
           	#100 d=1;c=1;b=0;a=0;
		#100;
	end
endmodule
==> impl_metrics.toml <==
# flow metrics
[worst_setup_path]
cp.required_ns = 0.80
worst_path_max_delay_cell = "or2_2"
critPathMaxStageDelay_ns = 0.29
cpMostUsedCell = "buf_2"
critPathLaunchType = "primary input"
arrival_ns = 0.75
worstSetupEndpointType = "output port"
cp_cell_sequence = "buf_2 -> or2_2 -> buf_2"
cp_max_fo = 5
crit_type = "primary input to output port"

[layout]
seq_cells = 0
finalInstanceArea_um2 = 227.7
fillers = 421
drive_gt1_frac = 0.5455
seq_area_um2 = 0
area_growth_syn_to_layout_pct = 114.1
clockBufferCount = 0

[synthesis]
area_leaders = "mux2_4 14%, buf_6 11%, mux2i_1 9.4%, o31a_1 8.2%, xor2_1 8.2%"
ys_seq_share = 0
yosys_warnings = 1
synth_cell_types = 13
ys_area_um2 = 106.4
xor_share = 0.08235
syn_inst = 13
synthMuxAreaShare = 0.2353
ys_sh_simple = 0.2353
netlist_area_um2 = 106.4
logic_family = "AND-OR/OR-AND gates"
avgSynthCellArea_um2 = 8.181
synthAdderAreaFrac = 0
yosysTopAreaCell = "mux2_4"
yosysTopAreaCellShare = 0.1412
yosys_cells = 13
aoi_share = 0.2706

[timing]
fmax_mhz = 1058
whs_ns = 0.4001
period_used_share = 0.9452
min_period_ns = 0.9452
finalMaxSlewViolations = 0
slew_headroom = 0.9175
rsz0062_at_grt = "no"
hold_viol = 0
worstMarginPinSlew_ns = 0.1204
finalSetupViolCount = 0

[drt]
dr.pass1.iters = 2
wl_um = 590
antennaDiodeCount = 0
drc = 0
postRouteAntennaNets = 0
post_drt_wl_per_cell_um = 8.676
via_count = 123
vias_per_cell = 1.809
dr.first_iter.drc_count = 6

[global_route]
first_global_vias = 123
antenna_found_initial = 0
grt_pass1_wl_um = 828
grt-ovfl-total = 0
grt_usage = 0.01755
grt_max_degree = 10

[flow_run]
max_cap_violations = 0
warning_count = 33

[run_status]
status = "finished clean"

[floorplan]
ios = 13
placementRows = 21
fp_util = 0.03114
chip_area_mm2 = 0.006400
coreArea_mm2 = 0.003416
die_x_um = 80
die_h_um = 80

[min_path]
hold_class = "primary input to output port"

[pwr]
p_leak_nw = 0.08278
p_per_area_mw_per_mm2 = 325.2
ir_drop_v = 0.00005869

[placed_design]
dp_hpwl_um = 522.8
portBuffers = 11
gp_routability_congestion = 0.6885
dpl_cell_area_um2 = 255.2

[clocking]
cts_setup_buffers = 0
[layer usage]
layer | global-route usage | vias up | share of wire
li1 | - | 64 | -
met1 | 0.02505 | 51 | 0.51
met2 | 0.01685 | 8 | 0.25
met3 | 0.01932 | 0 | 0.24
met4 | 0 | 0 | 0
met5 | 0 | - | 0
[final timing paths]
check / start / endpoint / slack, ns / depth (start not counted)
setup / recovery: c / outb / 0.05 / 3
hold / removal: e / enable / 0.40 / 0
[cell usage in the layout, fill, tap and decap left out]
master and count:
o31a_1 1, buf_2 4, nor2b_1 1, xor2_1 1
dlygate4sd2_1 2, a21boi_1 1, mux2i_1 1, buf_8 1
clkbuf_2 2, or2_2 1, nand3_2 1, o21a_1 1
mux2_4 1, buf_4 2, o21ai_1 1, nand3b_1 1
[area by class of cell]
class / instances / area [um^2] / share of cell area
multi-input combinational: 11 / 92.59 / 0.4066
timing repair buffer: 11 / 77.57 / 0.3407
tap: 46 / 57.56 / 0.2527
[stage by stage]
stage	util	TNS (ns)	std cells	total power, mW	worst slack (ns)
floorplan	-	0	13	0.03084	0.2192
global placement	0.07473	-5.320	68	0.09261	-0.8312
detailed placement	0.07473	-5.417	68	0.09316	-0.8396
CTS	0.06960	-0.02457	68	0.07921	-0.02457
global route	0.06667	0	68	0.08208	0.03388
finish	0.06667	0	68	0.07405	0.05484
[report_power, final]
group / switching, mW / internal (mW) / leakage [nW] / total [mW]
Sequential: 0 / 0 / 0 / 0
Clock: 0 / 0 / 0 / 0
Combinational: 0.0296 / 0.0444 / 0.0828 / 0.0740
Total: 0.0296 / 0.0444 / 0.0828 / 0.0740
[critical path: cells and delay by family]
family                 cells  cell delay [ns]
AND/OR/NAND/NOR            1             0.29
buffers and inverters      2             0.25
[cells by family after synthesis]
group / Yosys count
AND/OR/NAND/NOR: 4
XOR/XNOR: 1
AND-OR/OR-AND: 4
multiplexers: 2
buffers and inverters: 2
[timing repair]
action                     4_1_cts  5_1_grt
hold buffers                     0        0
resized                         39        2
setup endpoints to repair        7        2
pin swaps                        2        0
gates cloned                     0        0
hold endpoints to repair         0        0
No activity file was given, so power comes from the tool's default toggle rates.
